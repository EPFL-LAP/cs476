--- design/flow/design.v ---
module sram512X32 ( input wire        clock,
                                      writeEnable,
                    input wire [8:0]  address,
                    input wire [31:0] dataIn,
                    output reg [31:0] dataOut);
  reg [31:0] memory [511:0];
  always @ (posedge clock)
    begin
      if (writeEnable == 1'b1) memory[address] <= dataIn;
      dataOut <= memory[address];
    end
endmodule
--- design/flow/run.sh ---
#!/bin/bash
# OpenROAD 26Q1-2900-gdf79404cd8, Yosys 0.63+post, stock flow scripts
make -C /OpenROAD-flow-scripts/flow DESIGN_CONFIG=/design/flow/config.mk WORK_HOME=/design/flow/orfs finish
--- design/flow/config.mk ---
export PLATFORM = sky130hd
export DESIGN_NAME = sram512X32
export DESIGN_NICKNAME = sram512X32
export VERILOG_FILES = /design/flow/design.v
export SDC_FILE = /design/flow/constraint.sdc
export NUM_CORES = 4
export LEC_CHECK = 1
export CORE_UTILIZATION = 30
export SYNTH_MEMORY_MAX_BITS = 65536
--- design/flow/constraint.sdc ---
current_design sram512X32

set clk_period 115.9
set clk_io_pct 0.2

create_clock -name clk0 -period $clk_period [get_ports {clock}]

set non_clock_inputs [all_inputs -no_clocks]
set_input_delay [expr $clk_period * $clk_io_pct] -clock clk0 $non_clock_inputs
set_output_delay [expr $clk_period * $clk_io_pct] -clock clk0 [all_outputs]
==> tab_implementation.tex <==
% Implementation results table
\begin{tabular}{lr}
\hline
Metric & Value \\
\hline
\multicolumn{2}{l}{\textbf{Routing}} \\
\quad Violation tally from detailed-route iteration zero & roughly 23000 \\
\quad Highest metal layer used by the detailed router & met5 \\
\quad Wirelength per Cell & 34.9 um \\
\quad Detailed-route via count & 318000 \\
\quad Final routed wirelength across all metal layers & 2090000 um \\
\quad Met1 routed wirelength after detailed routing & 520000 um \\
\quad Detailed-route DRC error count & 0 \\
\quad Post-detailed-route count of antenna-violating nets & 0 \\
\quad Detail-routed via count per cell & 5.29 \\
\quad Drt first pass iters & 8 \\
\quad Wire length on met2 & 918000 um \\
\quad Sum of met3 wire segment lengths after detailed routing & 476000 um \\
\multicolumn{2}{l}{\textbf{Final timing}} \\
\quad Max Slew Vio Count & 26 \\
\quad Actual transition at the worst max-transition pin & 1750 ps \\
\quad Period Utilization, post-route & 0.262 \\
\quad Count of final setup violators & 0 \\
\quad Worst clock skew & 153 ps \\
\quad Final hold violation count & 0 \\
\quad Unrepaired setup endpoints after global routing & no \\
\quad Minimum clock period after layout & 30420 ps \\
\quad Achievable clock frequency & $\sim$33 MHz \\
\quad Relative slew slack & -0.176 \\
\quad Final setup TNS & 0 ps \\
\multicolumn{2}{l}{\textbf{Worst setup path}} \\
\quad Required time reported for the critical path endpoint & approximately 120000 ps \\
\quad Largest delay share family, worst path & buffers and inverters \\
\quad Endpoint kind of the worst setup timing path & register \\
\quad Crit path DAT & 31650 ps \\
\quad Maximum cell stage delay along the critical path & 1000 ps \\
\quad Crit path max-delay cell type & sky130\_fd\_sc\_hd\_\_nand4\_1 \\
\quad CP Cell Sequence & buf\_16 > buf\_4 > buf\_4 > buf\_4 > buf\_4 > buf\_4 > buf\_4 > mux4\_2 > nand4\_1 > nand4\_1 > nor4\_4 > buf\_4 > and4\_1 > nand4\_1 > or4\_1 \\
\quad Type of the worst setup path & in -> reg \\
\quad Max Fanout on Critical Path & 86 \\
\quad Crit Reg-Reg Startpoint & memory[15][12] \\
\quad Top cell by count, worst path & sky130\_fd\_sc\_hd\_\_buf\_4 \\
\quad Number of buffer and inverter stages on the critical path & 8 \\
\quad Start point of the critical path & address[1] \\
\quad Startpoint type of the worst setup path & input pin \\
\multicolumn{2}{l}{\textbf{Global routing}} \\
\quad Global-route wire length before repair & 2830000 um \\
\quad Remaining Overflow, GRT & 0 \\
\quad GRT Util Overall & 0.212 \\
\quad Initial antenna violation count & 213 \\
\quad Via count of the first global-routing pass & 346000 \\
\quad Pin count of the biggest net entering global routing & 137 \\
\multicolumn{2}{l}{\textbf{Worst hold path}} \\
\quad Tightest Hold Check Type & reg -> reg \\
\quad Critical hold path startpoint & memory[418][21] \\
\multicolumn{2}{l}{\textbf{Power}} \\
\quad Internal power summed over all cells & approximately 9600 uW \\
\quad Maximum resistive drop on vdd & 15.7 uV \\
\quad Part of the total power dissipated in the clock network & 0.416 \\
\quad Share of power burned in registers & 0.534 \\
\quad NetSw & 2650 uW \\
\quad Share of total power in combinational logic & 0.050 \\
\quad Switching fraction of total power & 0.216 \\
\quad Power density over the cells & 16.9 mW/mm2 \\
\quad Leakage component of the power & 0.224 uW \\
\multicolumn{2}{l}{\textbf{Layout}} \\
\quad Sequential Area & 0.493 mm2 \\
\quad Synthesis-to-finish area growth & 16.0\% \\
\quad Logic area & between 0.1 and 0.15 mm2 \\
\quad Proportion of layout cells with a drive suffix above 1 & 0.273 \\
\quad Final core occ & 0.349 \\
\quad Filler cell count & 188000 \\
\multicolumn{2}{l}{\textbf{Yosys}} \\
\quad Register share after synthesis & 0.786 \\
\quad Count of state elements after synthesis & 16400 \\
\quad Mapped Avg Cell Area & 21.9 um2 \\
\quad Number of instances in the synthesized netlist & 28600 \\
\quad Number of distinct standard cells referenced by the synthesized netlist & 80 \\
\quad Synth Warn \# & 1 \\
\quad Cell total in the yosys stat output & 28600 \\
\quad Cell area after synthesis & about 0.63 mm2 \\
\quad Flip-flops with a built-in enable & approximately 16000 \\
\quad Commonest register cell after synthesis & sky130\_fd\_sc\_hd\_\_edfxtp\_1 \\
\quad Async set or reset register ratio after synthesis & 0 \\
\quad Yosys Chip Area & 0.627 mm2 \\
\multicolumn{2}{l}{\textbf{Outcome}} \\
\quad Outcome & finished, violations left \\
\quad Violations in the final reports & capacitance limit, slew limit \\
\multicolumn{2}{l}{\textbf{Floorplan}} \\
\quad Overall die height & roughly 1400 um \\
\quad Floorplan die area & approximately 2.1 mm2 \\
\quad Pre-placement core utilization & 0.301 \\
\quad Total core area & approximately 2.1 mm2 \\
\quad Top Ports & approximately 75 \\
\quad Die x size & 1450 um \\
\quad Cell row count & 530 \\
\multicolumn{2}{l}{\textbf{Place}} \\
\quad Final weighted congestion of routability-driven global placement & 0.940 \\
\quad Quantity of I/O buffers inserted on ports & $\sim$74 \\
\quad HPWL after detailed placement & 1310000 um \\
\multicolumn{2}{l}{\textbf{Clock tree}} \\
\quad Clock tree sinks & $\sim$16000 \\
\quad Num CTS Buffers & 1635 \\
\quad CTS Root Buffer Type & sky130\_fd\_sc\_hd\_\_clkbuf\_16 \\
\quad CTS tree & done \\
\quad CTS H-Tree Depth & 7 \\
\quad Count of hold-fix buffers inserted at cts & 0 \\
\quad Cells resized by post-CTS repair & 0 \\
\quad Buffer levels on the longest clock path & 6 \\
\quad Count of buffers added by post-CTS timing repair for setup & 0 \\
\quad CTS clock-pin slew for the worst setup and hold paths & 60 ps \\
\quad Late-Pin Clk Latency & 1440 ps \\
\multicolumn{2}{l}{\textbf{Flow run}} \\
\quad Max Cap Violations & 9 \\
\quad Total tool warning count & 52 \\
\hline
\end{tabular}
-- cells by family (layout without fill, tap and decap cells) --
| group | count (synthesis) | count (layout) | synth area share |
|---|---|---|---|
| AOI/OAI and AO/OA | 2880 | 2880 | 0.0318 |
| and+or+nand+nor | 2278 | 2278 | 0.0178 |
| buffers and inverters | 1763 | 5049 | 0.0139 |
| muxes | 5235 | 5235 | 0.151 |
| other | 0 | 496 | 0 |
| DFF | 16400 | 16400 | 0.786 |
-- through the flow --
step	instance area, um2	total power [uW]	instances	setup slack [ps]	hold slack (ps)
finish	727000	12300	60000	85480	891
floorplan	627000	6940	28600	88900	614
global placement	675000	7270	56600	83520	917
global route	727000	12600	59900	85360	960
detailed placement	675000	7280	56600	84280	901
CTS	726000	12300	59500	85730	913
-- worst min-delay path, cell delays in order (launching register included) --
cell	delay [ps]
sky130_fd_sc_hd__edfxtp_1	320
sky130_fd_sc_hd__mux4_2	220
sky130_fd_sc_hd__nand2_1	50
sky130_fd_sc_hd__a31oi_1	160
sky130_fd_sc_hd__nor4_1	60
sky130_fd_sc_hd__nand3_1	80
-- worst paths after layout --
path / to / depth (start not counted) / slack (ps)
setup reg to reg: dataOut[12] / 8 / 110600
setup / recovery: dataOut[22] / 15 / 85480
hold reg to reg: dataOut[21] / 5 / 890
hold / removal: dataOut[21] / 5 / 890
-- cell usage after synthesis, types with 151 or more instances --
library cell	n	area, um2
sky130_fd_sc_hd__mux2i_1	1597	16000
sky130_fd_sc_hd__clkbuf_1	588	2210
sky130_fd_sc_hd__o21ai_0	363	1820
sky130_fd_sc_hd__o22ai_1	425	2660
sky130_fd_sc_hd__a221oi_1	151	1320
sky130_fd_sc_hd__a22o_1	243	2130
sky130_fd_sc_hd__edfxtp_1	16400	492000
sky130_fd_sc_hd__mux4_2	3354	75500
sky130_fd_sc_hd__buf_1	170	638
sky130_fd_sc_hd__a22oi_1	617	4630
sky130_fd_sc_hd__nand2_1	572	2150
sky130_fd_sc_hd__mux2_2	284	3200
sky130_fd_sc_hd__nand3_1	223	1120
sky130_fd_sc_hd__a21oi_1	448	2240
sky130_fd_sc_hd__nand4_1	452	2830
sky130_fd_sc_hd__a211oi_1	152	1140
sky130_fd_sc_hd__buf_2	745	3730
sky130_fd_sc_hd__nor2_1	609	2290
-- power groups by stage --
stage / Clock (uW) / Sequential, uW / Combinational (uW)
6_report: 5110 / 6550 / 616
4_1_cts: 5160 / 6550 / 606
5_1_grt: 5370 / 6550 / 640
-- metal layers --
metal / GRT usage / vias to the layer above
met4: 0.127 / 290
li1: - / 126000
met5: 0.0596 / -
met1: 0.170 / 158000
met3: 0.221 / 4951
met2: 0.297 / 27800
-- cells in the final DEF (no fill, tap or decap), types with 43 or more instances in the layout --
master                       synthesis  final
sky130_fd_sc_hd__nor2b_1            49     43
sky130_fd_sc_hd__bufinv_16           0    134
sky130_fd_sc_hd__a211oi_1          152    130
sky130_fd_sc_hd__nor2_1            609     85
sky130_fd_sc_hd__o21ai_0           363    339
sky130_fd_sc_hd__mux2_2            284    284
sky130_fd_sc_hd__clkinvlp_4          0     45
sky130_fd_sc_hd__a22o_1            243    243
sky130_fd_sc_hd__clkbuf_1          588    354
sky130_fd_sc_hd__clkinv_1            1    372
sky130_fd_sc_hd__nand3_1           223    209
sky130_fd_sc_hd__nand2_1           572    534
sky130_fd_sc_hd__clkbuf_16           0   1650
sky130_fd_sc_hd__a31oi_1           107    104
sky130_fd_sc_hd__mux4_2           3354   3354
sky130_fd_sc_hd__o211ai_1           67     67
sky130_fd_sc_hd__buf_4             139   1997
sky130_fd_sc_hd__a221oi_1          151    148
sky130_fd_sc_hd__clkinv_2            0    278
sky130_fd_sc_hd__mux2i_1          1597   1591
sky130_fd_sc_hd__and3_1             53     50
sky130_fd_sc_hd__edfxtp_1        16400  16400
sky130_fd_sc_hd__o22ai_1           425    424
sky130_fd_sc_hd__nor2_4              1    518
sky130_fd_sc_hd__nor3_1            108     82
sky130_fd_sc_hd__diode_2             0    496
sky130_fd_sc_hd__a21oi_1           448    428
sky130_fd_sc_hd__nand4_1           452    452
sky130_fd_sc_hd__a22oi_1           617    604
-- sequential cells by signal, indices dropped and copies added (netlist names) --
name	count
memory	16384
dataOut	32
-- final cells by class --
type | instances | area share
inverters | 33 | 0.000198
diodes | 496 | 0.00171
flip-flops and latches | 16400 | 0.677
clock buffers | 2011 | 0.0587
multi-input cells | 10400 | 0.181
repair buffers | 2124 | 0.0232
clock inverters | 881 | 0.0108
well taps | 27700 | 0.0476
Power figures rest on the tool's default switching activity, not on a simulated workload.
