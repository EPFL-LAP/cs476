==> /design/flow/design.v <==
module camera #(parameter [7:0] customInstructionId = 8'd0,
                parameter clockFrequencyInHz = 2000)
               (input wire         clock,
                                   pclk,
                                   reset,
                                   hsync,
                                   vsync,
                                   ciStart,
                                   ciCke,
                input wire [7:0]   ciN,
                                   camData,
                input wire [31:0]  ciValueA,
                                   ciValueB,
                output wire [31:0] ciResult,
                output wire        ciDone,
                output wire        requestBus,
                input wire         busGrant,
                output reg         beginTransactionOut,
                output wire [31:0] addressDataOut,
                output reg         endTransactionOut,
                output reg  [3:0]  byteEnablesOut,
                output wire        dataValidOut,
                output reg  [7:0]  burstSizeOut,
                input wire         busyIn,
                                   busErrorIn);
  function integer clog2;
    input integer value;
    begin
      for (clog2 = 0; value > 0 ; clog2= clog2 + 1)
      value = value >> 1;
    end
  endfunction
  localparam khzDivideValue = clockFrequencyInHz/1000;
  localparam khzNrOfBits = clog2(khzDivideValue);
  localparam [2:0] IDLE         = 3'd0;
  localparam [2:0] REQUEST_BUS1 = 3'd1;
  localparam [2:0] INIT_BURST1  = 3'd2;
  localparam [2:0] DO_BURST1    = 3'd3;
  localparam [2:0] END_TRANS1   = 3'd4;
  localparam [2:0] END_TRANS2   = 3'd5;
  reg [2:0] s_stateMachineReg, s_stateMachineNext;
  reg s_singleShotDoneReg;
  reg [1:0] s_singleShotActionReg;
  wire s_isMyCi = (ciN == customInstructionId) ? ciStart & ciCke : 1'b0;
  reg [khzNrOfBits-1:0] s_khzCountReg;
  reg [9:0] s_hzCountReg;
  wire s_khzCountZero = (s_khzCountReg == {khzNrOfBits{1'b0}}) ? 1'b1 : 1'b0;
  wire s_hzCountZero  = (s_hzCountReg == 10'd0) ? s_khzCountZero : 1'b0;
  wire [khzNrOfBits-1:0] s_khzCountNext = (reset == 1'b1 || s_khzCountZero == 1'b1) ? khzDivideValue - 1 : s_khzCountReg - 1;
  wire [9:0] s_hzCountNext = (reset == 1'b1 || s_hzCountZero == 1'b1) ? 10'd999 : (s_khzCountZero == 1'b1) ? s_hzCountReg - 10'd1 : s_hzCountReg;
  always @(posedge clock)
    begin
      s_khzCountReg <= s_khzCountNext;
      s_hzCountReg  <= s_hzCountNext;
    end
  reg[31:0] s_frameBufferBaseReg;
  reg s_grabberActiveReg,s_grabberSingleShotReg;
  always @(posedge clock)
    begin
      s_frameBufferBaseReg   <= (reset == 1'b1) ? 32'd0 : (s_isMyCi == 1'b1 && ciValueA[2:0] == 3'd5) ? {ciValueB[31:2],2'd0} : s_frameBufferBaseReg;
      s_grabberActiveReg     <= (reset == 1'b1) ? 1'b0 : (s_isMyCi == 1'b1 && ciValueA[2:0] == 3'd6) ? ciValueB[0]& ~ciValueB[1] : s_grabberActiveReg;
      s_grabberSingleShotReg <= (reset == 1'b1 || s_singleShotActionReg[0] == 1'b1) ? 1'b0 : (s_isMyCi == 1'b1 && ciValueA[2:0] == 3'd6) ? ciValueB[1]& ~ciValueB[0] : s_grabberSingleShotReg;
    end
  reg[1:0]  s_vsyncDetectReg;
  reg[1:0]  s_hsyncDetectReg;
  reg[10:0] s_pixelCountReg, s_pixelCountValueReg;
  reg[10:0] s_lineCountReg, s_lineCountValueReg;
  reg[16:0] s_pclkCountReg, s_pclkCountValueReg;
  reg[7:0]  s_fpsCountReg, s_fpsCountValueReg;
  wire      s_clockPclkValue, s_clockFPS;
  wire s_vsyncNegEdge = ~s_vsyncDetectReg[0] & s_vsyncDetectReg[1];
  wire s_hsyncNegEdge = ~s_hsyncDetectReg[0] & s_hsyncDetectReg[1];
  always @(posedge pclk)
    begin
      s_vsyncDetectReg     <= {s_vsyncDetectReg[0],vsync};
      s_hsyncDetectReg     <= {s_hsyncDetectReg[0],hsync};
      s_pixelCountValueReg <= (s_hsyncNegEdge == 1'b1) ? s_pixelCountReg : s_pixelCountValueReg;
      s_pixelCountReg      <= (s_hsyncNegEdge == 1'b1) ? 11'd0 : (hsync == 1'b1) ? s_pixelCountReg + 11'd1 : s_pixelCountReg;
      s_lineCountValueReg  <= (s_vsyncNegEdge == 1'b1) ? s_lineCountReg : s_lineCountValueReg;
      s_lineCountReg       <= (s_vsyncNegEdge == 1'b1) ? 11'd0 : (s_hsyncNegEdge == 1'b1) ? s_lineCountReg + 11'd1 : s_lineCountReg;
      s_pclkCountReg       <= (reset == 1'b1 || s_clockPclkValue == 1'b1) ? 17'd0 : s_pclkCountReg + 17'd1;
      s_pclkCountValueReg  <= (reset == 1'b1) ? 17'd0 : (s_clockPclkValue == 1'b1) ? s_pclkCountReg : s_pclkCountValueReg;
      s_fpsCountReg        <= (reset == 1'b1 || s_clockFPS == 1'b1) ? 8'd0 : (s_vsyncNegEdge == 1'b1) ? s_fpsCountReg + 8'd1 : s_fpsCountReg;
      s_fpsCountValueReg   <= (reset == 1'b1) ? 8'd0 : (s_clockFPS == 1'b1) ? s_fpsCountReg : s_fpsCountValueReg;
    end
   synchroFlop spclk ( .clockIn(clock),
                       .clockOut(pclk),
                       .reset(reset),
                       .D(s_khzCountZero),
                       .Q(s_clockPclkValue) );
   synchroFlop sfps ( .clockIn(clock),
                      .clockOut(pclk),
                      .reset(reset),
                      .D(s_hzCountZero),
                      .Q(s_clockFPS) );
  reg [31:0] s_selectedResult;
  assign ciDone   = s_isMyCi;
  assign ciResult = (s_isMyCi == 1'b0) ? 32'd0 : s_selectedResult;
  always @*
    case (ciValueA[3:0])
      4'd0    : s_selectedResult <= {21'd0,s_pixelCountValueReg};
      4'd1    : s_selectedResult <= {21'd0,s_lineCountValueReg};
      4'd2    : s_selectedResult <= {15'd0,s_pclkCountValueReg};
      4'd3    : s_selectedResult <= {24'd0,s_fpsCountValueReg};
      4'd4    : s_selectedResult <= s_frameBufferBaseReg;
      4'd7    : s_selectedResult <= {31'd0,s_singleShotDoneReg};
      default : s_selectedResult <= 32'd0;
    endcase
  reg [7:0] s_byte3Reg,s_byte2Reg,s_byte1Reg;
  reg [8:0] s_busSelectReg;
  wire [31:0] s_busPixelWord;
  wire [31:0] s_pixelWord = {s_byte1Reg,camData,s_byte3Reg,s_byte2Reg};
  wire s_weLineBuffer = (s_pixelCountReg[1:0] == 2'b11) ? hsync : 1'b0;
  always @(posedge pclk)
    begin
      s_byte3Reg <= (s_pixelCountReg[1:0] == 2'b00 && hsync == 1'b1) ? camData : s_byte3Reg;
      s_byte2Reg <= (s_pixelCountReg[1:0] == 2'b01 && hsync == 1'b1) ? camData : s_byte2Reg;
      s_byte1Reg <= (s_pixelCountReg[1:0] == 2'b10 && hsync == 1'b1) ? camData : s_byte1Reg;
    end
  dualPortRam2k lineBuffer ( .address1(s_pixelCountReg[10:2]),
                             .address2(s_busSelectReg),
                             .clock1(pclk),
                             .clock2(clock),
                             .writeEnable(s_weLineBuffer),
                             .dataIn1(s_pixelWord),
                             .dataOut2(s_busPixelWord));
  reg [31:0] s_busAddressReg, s_addressDataOutReg;
  reg [8:0] s_nrOfPixelsPerLineReg;
  reg s_dataValidReg;
  reg [8:0] s_burstCountReg;
  reg  s_grabberRunningReg;
  wire s_newScreen, s_newLine;
  wire s_doWrite = ((s_stateMachineReg == DO_BURST1) && s_burstCountReg[8] == 1'b0) ? ~busyIn : 1'b0;
  wire [31:0] s_busAddressNext = (reset == 1'b1 || s_newScreen == 1'b1) ? s_frameBufferBaseReg : 
                                 (s_doWrite == 1'b1) ? s_busAddressReg + 32'd4 : s_busAddressReg;
  wire [7:0] s_burstSizeNext = ((s_stateMachineReg == INIT_BURST1) && s_nrOfPixelsPerLineReg > 9'd16) ? 8'd16 : s_nrOfPixelsPerLineReg[7:0];
  assign requestBus        = (s_stateMachineReg == REQUEST_BUS1) ? 1'b1 : 1'b0;
  assign addressDataOut    = s_addressDataOutReg;
  assign dataValidOut      = s_dataValidReg;
  always @*
    case (s_stateMachineReg)
      IDLE            : s_stateMachineNext <= ((s_grabberRunningReg == 1'b1 || s_singleShotActionReg[0] == 1'b1) && s_newLine == 1'b1) ? REQUEST_BUS1 : IDLE;
      REQUEST_BUS1    : s_stateMachineNext <= (busGrant == 1'b1) ? INIT_BURST1 : REQUEST_BUS1;
      INIT_BURST1     : s_stateMachineNext <= DO_BURST1;
      DO_BURST1       : s_stateMachineNext <= (busErrorIn == 1'b1) ? END_TRANS2 :
                                              (s_burstCountReg[8] == 1'b1 && busyIn == 1'b0) ? END_TRANS1 : DO_BURST1;
      END_TRANS1      : s_stateMachineNext <= (s_nrOfPixelsPerLineReg != 9'd0) ? REQUEST_BUS1 : IDLE;
      default         : s_stateMachineNext <= IDLE;
    endcase
  always @(posedge clock)
    begin
      s_busAddressReg        <= s_busAddressNext;
      s_grabberRunningReg    <= (reset == 1'b1) ? 1'b0 : (s_newScreen == 1'b1) ? s_grabberActiveReg : s_grabberRunningReg;
      s_singleShotActionReg  <= (reset == 1'b1 || s_singleShotActionReg[1] == 1'b1) ? 2'b0 : 
                                (s_newScreen == 1'b1) ? {s_singleShotActionReg[0],s_grabberSingleShotReg} : s_singleShotActionReg;
      s_singleShotDoneReg    <= (reset == 1'b1 || (s_isMyCi == 1'b1 && ciValueA[2:0] == 3'd6 && ciValueB[1] == 1'b1 && ciValueB[0] == 1'b0)) ? 1'b0 : 
                                (s_singleShotActionReg[1] == 1'b1) ? 1'b1 : s_singleShotDoneReg;
      s_stateMachineReg      <= (reset == 1'b1) ? IDLE : s_stateMachineNext;
      beginTransactionOut    <= (s_stateMachineReg == INIT_BURST1) ? 1'd1 : 1'd0;
      byteEnablesOut         <= (s_stateMachineReg == INIT_BURST1) ? 4'hF : 4'd0;
      s_addressDataOutReg    <= (s_stateMachineReg == INIT_BURST1) ? s_busAddressReg : 
                                (s_doWrite == 1'b1) ? s_busPixelWord :
                                (busyIn == 1'b1) ? s_addressDataOutReg : 32'd0;
      s_dataValidReg         <= (s_doWrite == 1'b1) ? 1'b1 : (busyIn == 1'b1) ? s_dataValidReg : 1'b0;
      endTransactionOut      <= (s_stateMachineReg == END_TRANS1 || s_stateMachineReg == END_TRANS2) ? 1'b1 : 1'b0;
      burstSizeOut           <= (s_stateMachineReg == INIT_BURST1) ? s_burstSizeNext - 8'd1 : 8'd0;
      s_burstCountReg        <= (s_stateMachineReg == INIT_BURST1) ? s_burstSizeNext - 8'd1 :
                                (s_doWrite == 1'b1) ? s_burstCountReg - 9'd1 : s_burstCountReg;
      s_busSelectReg         <= (s_stateMachineReg == IDLE) ? 9'd0 : (s_doWrite == 1'b1) ? s_busSelectReg + 9'd1 : s_busSelectReg;
      s_nrOfPixelsPerLineReg <= (s_newLine == 1'b1) ? s_pixelCountValueReg[10:2] : 
                                (s_stateMachineReg == INIT_BURST1) ? s_nrOfPixelsPerLineReg - {1'b0,s_burstSizeNext} : s_nrOfPixelsPerLineReg;
    end
  synchroFlop sns ( .clockIn(pclk),
                    .clockOut(clock),
                    .reset(reset),
                    .D(s_vsyncNegEdge),
                    .Q(s_newScreen) );
  synchroFlop snl ( .clockIn(pclk),
                    .clockOut(clock),
                    .reset(reset),
                    .D(s_hsyncNegEdge),
                    .Q(s_newLine) );
endmodule
module dualPortRam2k ( input wire [8:0]  address1,
                                         address2,
                       input wire        clock1,
                                         clock2,
                                         writeEnable,
                       input wire [31:0] dataIn1,
                       output reg [31:0] dataOut2);
  reg [31:0] memory [511:0];
  always @(posedge clock1)
  begin
    if (writeEnable) memory[address1] <= dataIn1;
  end
  always @(posedge clock2) dataOut2 <= memory[address2];
endmodule
module synchroFlop ( input wire  clockIn,
                                 clockOut,
                                 reset,
                                 D,
                     output wire Q );
  reg [2:0] s_states;
  wire [2:0] s_d = {s_states[1:0],{s_states[0] | D}};
  wire s_reset0 = reset | s_states[1];
  assign Q = s_states[2];
  always @(posedge clockIn or posedge s_reset0)
    if (s_reset0 == 1'b1) s_states[0] <= 1'b0;
    else s_states[0] <= s_d[0];
  always @(posedge clockOut or posedge reset)
    if (reset == 1'b1) s_states[2:1] <= 0;
    else s_states[2:1] <= s_d[2:1];
endmodule
==> /design/flow/run.sh <==
#!/bin/bash
# OpenROAD 26Q1-2900-gdf79404cd8, Yosys 0.63+post, stock flow scripts
make -C /OpenROAD-flow-scripts/flow DESIGN_CONFIG=/design/flow/config.mk WORK_HOME=/design/flow/orfs finish
==> /design/flow/config.mk <==
export PLATFORM = sky130hd
export DESIGN_NAME = camera
export DESIGN_NICKNAME = camera
export VERILOG_FILES = /design/flow/design.v
export SDC_FILE = /design/flow/constraint.sdc
export NUM_CORES = 4
export LEC_CHECK = 1
export CORE_UTILIZATION = 50
export SYNTH_MEMORY_MAX_BITS = 65536
==> /design/flow/constraint.sdc <==
current_design camera

set clk_period 6.9
set clk_io_pct 0.2

create_clock -name clk0 -period $clk_period [get_ports {clock}]
create_clock -name clk1 -period $clk_period [get_ports {pclk}]

set non_clock_inputs [all_inputs -no_clocks]
set_input_delay [expr $clk_period * $clk_io_pct] -clock clk0 $non_clock_inputs
set_output_delay [expr $clk_period * $clk_io_pct] -clock clk0 [all_outputs]
==> qor.yml <==
cells_and_area:
  syn_to_final_growth_pct: 14.1
  fillers: 89900
  final_cell_mix: "edfxtp_1 (16500), mux4_2 (3456), buf_4 (1848)"
  final_common_cell: "edfxtp_1"
  logic_area_um2: 135000
  regArea_um2: 500000
  instances_no_fill: 50100
  drive_gt1_frac: 0.262
sta:
  fin_worst_skew_ps: 99.0
  hold_viol: 0
  maxSlewHeadroom: -0.0385
  holdWs_ps: 194
  finalSetupViolCount: 0
  worst_pin_slew_ps: 1540
  drv_slew: 2
  worst_slack_ps: 776
  rsz0062_at_grt: "false"
yosys:
  ys_async_sr_fraction: 0.000718
  syn_area_per_cell_um2: 21.7
  ys_types: 78
  synth-seq-cells: 16700
  ys_warn_count: 3
  yosys_cells: 29400
  syn_area_um2: 639000
  synth_chip_area_um2: 639000
  flop_cell: "edfxtp_1"
  edf_count: 16500
  topCellsByArea: "edfxtp_1 (78%), mux4_2 (12%), mux2i_1 (2.9%)"
  largest_area_cell: "edfxtp_1"
  synth_cells: 29400
  top_area_frac: 0.776
  postSynthSeqShare: 0.782
power:
  pwr-share-seq: 0.546
  clockPowerShare: 0.433
  p_per_area_nw_per_um2: 285
  switching_power_w: 0.0423
  power_leakage_nw: 221
  total_power_w: 0.208
  combPwrFrac: 0.022
  ir_drop_v: 0.000249
  p_int_w: 0.165
  switching_share: 0.204
placed_design:
  dp_cells: 46700
  port_buffers: 141
  gp_congestion: 0.982
  dp_worst_setup_slack_ps: 891
  hpwlAfterDp_mm: 1230
drt:
  vias: 316000
  drt_pass1_iterations: 8
  ant_nets: 0
  routedWlPerCell_um: 39.4
  routed_wl_mm: 1970
  drt_iter0_markers: 23000
  via_per_inst: 6.31
  drc: 0
die:
  die_y_mm: 1.13
  row_count: 414
  core_area_um2: 1270000
  floorplan.core_util: 0.502
  pin_count: 171
  dieArea_um2: 1280000
  dieWidth_mm: 1.13
global_routing:
  gr-usage-all-layers: 0.351
  grt_max_degree: 113
  grt_antenna_before_repair: 171
  grt_pass1_wl_mm: 2710
  grt_pass1_vias: 344000
  overflow: 0
job:
  cap_violations: 1
  warning_count: 93
critical_path:
  arrival_ps: 6590
  worstPathRequired_ps: 7360
  crit_path_start_kind: "flop"
  crit_type: "reg -> reg"
  end_kind: "flop"
  cp_max_fo: 18
cts:
  cts.sinks: 16700
  cts.clk_slew.worst_paths_ps: 110
  cts_tree: "done"
  cts_resized: 0
  cts_setup_buffers: 0
run_status:
  outcome: "complete, but fails checks"
  violations: "max-capacitance violations, max-slew violations"
min_path:
  min-delay-path-class: "reg -> reg"
## critical path, stage by stage (launching register included)
cell and delay [ps]:
dfxtp_4 1120, buf_12 320, buf_4 330, nand3b_1 650, buf_12 440, buf_4 280
o22ai_1 140, a211oi_1 130, a22o_1 350, o21ai_1 900, buf_4 240, nand4_1 370
buf_4 400, a32oi_1 180
## layer usage
| metal | part of all wire | wire, um | track usage |
|---|---|---|---|
| met1 | 0.27 | 525000 | 0.382 |
| met2 | 0.44 | 877000 | 0.463 |
| met3 | 0.22 | 426000 | 0.323 |
| met4 | 0.068 | 133000 | 0.172 |
| met5 | 0.0058 | 11500 | 0.0755 |
## Yosys cell counts, drive strengths merged, types with 15 or more instances
cell,count
and3,50
buf,1103
nand2b,16
a32oi,16
or2,18
xnor2,35
o22ai,428
edfxtp,16500
inv,22
dfxtp,182
nand3,192
a22o,87
o211ai,78
nand4,57
a31oi,66
a21oi,521
clkbuf,657
a2bb2oi,16
o41ai,16
a211oi,232
nor3,96
o221ai,175
and2,18
a22oi,434
a311oi,16
xor2,52
nor2b,54
mux4,3456
nor4,32
o21ai,517
a221oi,292
nand2,873
a2111oi,41
or3,18
mux2i,1853
a221o,33
nor2,894
mux2,79
a222oi,15
## final cells by class
class,instances,area share
inverters,23,0.000165
flip-flops and latches,16700,0.686
repair buffers,2159,0.0256
diodes,340,0.00117
well taps,16800,0.0289
multi-input cells,11000,0.185
clock buffers,2112,0.0621
clock inverters,949,0.0116
## sequential cells by signal, summed over array words and instances (netlist names), 6 cells and up
| name | count |
|---|---|
| lineBuffer.memory | 16384 |
| lineBuffer.dataOut2 | 32 |
| s_addressDataOutReg | 32 |
| s_busAddressReg | 30 |
| s_frameBufferBaseReg | 30 |
| s_pclkCountReg | 17 |
| s_pclkCountValueReg | 17 |
| s_lineCountReg | 11 |
| s_lineCountValueReg | 11 |
| s_pixelCountReg | 11 |
| s_pixelCountValueReg | 11 |
| s_hzCountReg | 10 |
| s_burstCountReg | 9 |
| s_busSelectReg | 9 |
| s_nrOfPixelsPerLineReg | 9 |
| burstSizeOut | 8 |
| s_byte1Reg | 8 |
| s_byte2Reg | 8 |
| s_byte3Reg | 8 |
| s_fpsCountReg | 8 |
| s_fpsCountValueReg | 8 |
| s_stateMachineReg | 6 |
## worst paths after layout
check,start,to,slack [ps],cells after the start
min,spclk.s_states[0],spclk.s_states[1],190,1
max in group asynchronous,reset,sns.s_states[2],5530,2
max,s_busSelectReg[0],lineBuffer.dataOut2[29],780,13
max reg2reg,s_busSelectReg[0],lineBuffer.dataOut2[29],780,13
min reg2reg,spclk.s_states[0],spclk.s_states[1],190,1
min in group clk0,sns.s_states[1],sns.s_states[2],380,0
max in group clk1,s_pixelCountReg[6],lineBuffer.memory[212][8],1970,5
min in group asynchronous,reset,spclk.s_states[2],240,2
## cell families (layout without fill, tap and decap cells)
| family | after synthesis | count (layout) | share of synthesized area |
|---|---|---|---|
| and+or+nand+nor | 2356 | 2356 | 0.0157 |
| AOI/OAI and AO/OA | 3108 | 3108 | 0.0332 |
| DFF | 16700 | 16700 | 0.782 |
| xor gates and xnor gates | 87 | 87 | 0.00119 |
| buffers and inverters | 1783 | 5243 | 0.0148 |
| adders and majority gates | 14 | 14 | 0.000274 |
| muxes | 5388 | 5388 | 0.152 |
| other | 1 | 341 | 0.00000587 |
## power by group through the flow
stage	clock, W	sequential (W)	combinational, W
final	0.0899	0.113	0.00455
after CTS	0.0908	0.113	0.00447
after global routing	0.0945	0.113	0.00485
## per-stage QoR
| stage | area [um^2] | setup TNS [ps] | util |
|---|---|---|---|
| floorplan | 639000 | -8517380 | - |
| global placement | 674000 | 0 | 0.530 |
| detailed placement | 674000 | 0 | 0.530 |
| CTS | 728000 | 0 | 0.572 |
| global route | 729000 | 0 | 0.573 |
| finish | 729000 | 0 | 0.573 |
## timing repair
action / CTS / global route
hold buffers: 6 / 0
endpoints found under the hold margin: 4 / 0
endpoints found under the setup margin: 0 / 0
No activity file was given, so power comes from the tool's default toggle rates.
